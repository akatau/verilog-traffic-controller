### /design/flow/run.sh
#!/bin/bash
# OpenROAD 26Q1-2900-gdf79404cd8, Yosys 0.63+post, stock flow scripts
make -C /OpenROAD-flow-scripts/flow DESIGN_CONFIG=/design/flow/config.mk WORK_HOME=/design/flow/orfs finish
### /design/flow/config.mk
export PLATFORM = sky130hd
export DESIGN_NAME = traffic_light
export DESIGN_NICKNAME = traffic_light
export VERILOG_FILES = /design/flow/design.v
export SDC_FILE = /design/flow/constraint.sdc
export NUM_CORES = 4
export LEC_CHECK = 1
export CORE_UTILIZATION = 40
### /design/flow/constraint.sdc
current_design traffic_light

set clk_period 5.8
set clk_io_pct 0.2

create_clock -name clk0 -period $clk_period [get_ports {CLOCK_50}]

set non_clock_inputs [all_inputs -no_clocks]
set_input_delay [expr $clk_period * $clk_io_pct] -clock clk0 $non_clock_inputs
set_output_delay [expr $clk_period * $clk_io_pct] -clock clk0 [all_outputs]
### /design/flow/design.v
module traffic_light ( input CLOCK_50, 
                     input [1:0] SW,  
                     input [0:0] KEY,  
                     output reg [2:0] LED_N,  
                     output reg [2:0] LED_E,  
                     output [6:0] HEX0,
                     output [6:0] HEX1
);
    reg [1:0] state;  
    reg [5:0] timer_sec;  
    wire one_hz_enable;  
    parameter CNT_MAX = 50000000;  
    reg [31:0] clk_cnt;  
    always @(posedge CLOCK_50 or negedge KEY[0]) begin
        if(KEY[0] == 0) begin
            clk_cnt <= 0;
        end else begin
            if(clk_cnt == CNT_MAX - 1) begin
                clk_cnt <= 0;  
            end else begin
                clk_cnt <= clk_cnt + 1;
            end
        end
    end
    assign one_hz_enable = (clk_cnt == CNT_MAX - 1) ? 1'b1 : 1'b0; 
    always @(posedge CLOCK_50 or negedge KEY[0]) begin
        if(!KEY[0]) begin
            state <= 0;
            timer_sec <= 30;  
        end else begin
            if(one_hz_enable) begin  
                if(timer_sec > 0) 
                    timer_sec <= timer_sec - 1;  
                if(timer_sec == 0) begin
                    if(state == 0) begin  
                        if(SW[1] == 1) begin
                            state <= 1;
                            timer_sec <= 5; 
                        end else begin
                             state <= 0; 
                             timer_sec <= 0;  
                        end
                    end
                    else if(state == 1) begin  
                        state <= 2;   
                        timer_sec <= 30;
                    end
                    else if(state == 2) begin  
                        if(SW[0] == 1) begin
                            state <= 3;
                            timer_sec <= 5;
                        end
                    end
                    else if(state == 3) begin  
                        state <= 0;  
                        timer_sec <= 30;
                    end
                end 
            end
        end
    end
    always @(*) begin
        if(state == 0) begin  
            LED_N = 3'b001;  
            LED_E = 3'b100;  
        end
        else if(state == 1) begin  
            LED_N = 3'b010;  
            LED_E = 3'b010;  
        end
        else if(state == 2) begin
            LED_N = 3'b100;  
            LED_E = 3'b001;  
        end
        else if(state == 3) begin
            LED_N = 3'b010;
            LED_E = 3'b010;
        end
        else begin  
            LED_N = 3'b100;
            LED_E = 3'b100;
        end
    end
    wire [3:0] ones;
    wire [3:0] tens;
    assign ones = timer_sec % 10;
    assign tens = timer_sec / 10;
    HexDecoder h0(ones, HEX0);
    HexDecoder h1(tens, HEX1);
endmodule
module HexDecoder(in, out);
    input [3:0] in;
    output reg [6:0] out;
    always @(*) begin
        case(in)
            0: out = 7'b1000000;
            1: out = 7'b1111001;
            2: out = 7'b0100100;
            3: out = 7'b0110000;
            4: out = 7'b0011001;
            5: out = 7'b0010010; 
            6: out = 7'b0000010;
            7: out = 7'b1111000;
            8: out = 7'b0000000;
            9: out = 7'b0010000;
            default: out = 7'b1111111;
        endcase
    end
endmodule
==> results.cfg <==
; physical design summary
[status]
status = completed

[critical_path]
r2r_slack_ns = 3.09
path_max_fanout = 9
worstSetupPathType = flip-flop to primary output
endpoint_kind = primary output
crit_arrival_ns = 3.98
cp.required_ns = 4.64
startpoint_type = flip-flop

[route]
wl_per_cell_um = 12.4
drc = 0
routed_wl_um = 5160
dr.pass1.iters = 4
vias_per_cell = 5.21
drt-initial-drc-count = 75
n_antenna_cell = 0
final_antenna_net_count = 0
vias = 2161

[global_route]
antenna_found_initial = 0
grt_start_max_net_pins = 43
grt.total_usage_pct = 15.6
gr-total-overflow = 0
grt_pass1_vias = 2063
grt_pass1_wl_um = 9240

[final_timing]
setup_viol = 0
clock.fmax_ghz = 0.194
worst_pin_slew_ns = 0.758
fin_tns_setup_ns = 0
rsz0062_at_grt = no
drv_slew = 0
slew_headroom_pct = 49.0
setup_ws_ns = 0.657
timing.final.crit_share_pct = 88.7
skew_ns = 0.00691
finalHoldViolCount = 0
min_period_ns = 5.14

[synthesis]
ys_cells = 312
yosysWarnings = 2
top_area_share_pct = 33.1
ys_area_mm2 = 0.00280
netlist_area_mm2 = 0.00280
yosysTopAreaCell = dfrtp_1
avgSynthCellArea_um2 = 8.96
ys_ff = 42
flop_cell = dfrtp_1
async_flop_share_pct = 100
edf_count = 0
yosysSeqAreaShare_pct = 37.8
ys_types = 50
area_leaders = dfrtp_1 (33%), ha_1 (7.2%), xor2_1 (5.6%)
synthCells = 312

[placed_design]
gp_congestion = 0.840
portBuffers = 23
post-place-ws_ns = 0.989
dp_hpwl_um = 3660

[clock_tree]
cts-resized-gates = 0
ctsLongestPathBuffers = 2
cts_setup_buffers = 0
cts_buffers = 5
ctsHtreeMaxLevel = 2
clk_pin_slew_worst_paths_ns = 0.07
insertion_delay_ns = 0.29
cts_root_buffer = clkbuf_8
cts_tree = done
cts.sinks = 42
cts_hold_buffers = 0

[floorplanning]
die_area_mm2 = 0.00733
fp.dieH_um = 85.6
io_pins = 24
dieWidth_um = 85.6
num_rows = 30
fp_util_pct = 41.4
core_area_mm2 = 0.00676

[finish]
syn_to_final_growth_pct = 14.2
drive_gt1_share_pct = 8.06

[power_and_ir_drop]
p_per_area_mw_per_mm2 = 165
peakVddDrop_mv = 0.199
p_leak_uw = 0.00139

[hold_path]
hp-class = flip-flop to flip-flop

[run]
warnings = 35
cap_violations = 0
-- kinds of logic (layout without fill, tap and decap cells) --
family,after synthesis,count (layout),synth area share [%]
compound gates,50,50,11.7
xor+xnor,33,33,10.3
fa+ha+maj,18,18,7.87
buf+inv,23,46,3.89
flops,42,42,37.8
mux,11,11,4.65
simple gates,135,135,23.7
-- critical path, cell delays in order, from the launching register on --
cell             delay, ns
dfstp_2               0.63
nor2_1                0.13
inv_1                 0.11
ha_1                  0.23
nand2b_1              0.15
o21ai_0               0.22
nand2_1               0.21
xnor2_1               0.19
ha_1                  0.37
o21ai_4               0.08
a311oi_4              0.54
mux2i_1               0.24
mux2_4                0.15
clkdlybuf4s50_1       0.45
-- cell usage in the layout, fill, tap and decap left out, types with 8 or more instances in the layout --
master	n
a21oi_1	18
clkdlybuf4s50_1	22
dfrtp_1	37
ha_1	16
inv_1	12
nand2_1	35
nand3_1	20
nand4_1	8
nor2_1	31
o21ai_0	14
xnor2_1	15
xor2_1	18
-- per-layer routing --
| metal | part of all wire [%] | wire length [um] | GRT usage (%) |
|---|---|---|---|
| met1 | 53 | 2740 | 24.4 |
| met2 | 45 | 2300 | 25.5 |
| met3 | 1.9 | 97 | 1.76 |
| met4 | 0.41 | 21 | 1.36 |
| met5 | 0 | 0 | 0 |
-- per-stage QoR --
stage,total power (uW),std cells,cell area [um2],hold slack (ns),utilization (%)
finish,526,415,3190,0.477,47.3
global route,549,415,3190,0.511,47.3
CTS,536,415,3190,0.479,47.3
detailed placement,307,407,3080,0.464,45.6
global placement,307,407,3080,0.463,45.6
floorplan,299,312,2800,0.442,-
-- synth_stat cells, drive strengths merged, types with 3 or more instances --
master   n
mux2i    8
nor2    31
ha      16
a21oi   19
nand3   20
buf      7
or3      4
dfstp    5
or2      3
xnor2   15
nand2   35
mux2     3
nor2b    4
and3     4
nand2b   5
clkbuf   3
xor2    18
inv     13
nor3     7
and2     3
dfrtp   37
nand4    8
o21ai   16
nor4     4
-- worst paths after layout --
kind	from	to	cells past startpoint
max in group asynchronous	KEY[0]	timer_sec[1]$_DFFE_PN1N_	2
min in group asynchronous	KEY[0]	clk_cnt[26]$_DFF_PN0_	2
worst min-delay path	clk_cnt[31]$_DFF_PN0_	clk_cnt[31]$_DFF_PN0_	1
worst max-delay path	timer_sec[3]$_DFFE_PN1N_	HEX0[4]	13
worst max register to register	clk_cnt[0]$_DFF_PN0_	timer_sec[5]$_DFFE_PN0N_	7
worst min register to register	clk_cnt[31]$_DFF_PN0_	clk_cnt[31]$_DFF_PN0_	1
-- where the power goes --
| group | switching, uW | internal, uW |
|---|---|---|
| Combinational | 6.49 | 1.98 |
| Sequential | 0 | 293 |
| Clock | 96.0 | 128 |
-- registers in the layout, summed over array words and instances, names as in the netlist --
| name | flops |
|---|---|
| clk_cnt | 32 |
| state | 4 |
| timer_sec | 6 |
-- cell type report --
type                       count  area [um2]
sequential                    42        1060
multi-input combinational    247        1640
clock buffer                   6        72.6
clock inverter                 2        37.5
tap                           80         100
fill                         638        3560
inverter                      13        48.8
timing repair buffer          25         240
Power is estimated from default activity; no workload was simulated.
